**flow/config.mk**
```make
export PLATFORM = sky130hd
export DESIGN_NAME = IF_EXE_REG
export DESIGN_NICKNAME = IF_EXE_REG
export VERILOG_FILES = /design/flow/design.v
export SDC_FILE = /design/flow/constraint.sdc
export NUM_CORES = 4
export LEC_CHECK = 1
export CORE_UTILIZATION = 30
```
**flow/constraint.sdc**
```tcl
current_design IF_EXE_REG

set clk_period 1.0
set clk_io_pct 0.2

create_clock -name clk0 -period $clk_period [get_ports {clk}]

set non_clock_inputs [all_inputs -no_clocks]
set_input_delay [expr $clk_period * $clk_io_pct] -clock clk0 $non_clock_inputs
set_output_delay [expr $clk_period * $clk_io_pct] -clock clk0 [all_outputs]
```
**flow/design.v**
```verilog
module IF_EXE_REG(clk, reset_n, flush, instruction_in, pc_in, pc_plus_4_in,
instruction, pc, pc_plus_4, opcode,
 rs1, rs2, rd, funct3, add_sub);
	input 			clk, reset_n;
	input 			flush;
	input 		[31:0] 	instruction_in;
	input 		[10:0] 	pc_in;
	input 		[10:0] 	pc_plus_4_in;
	output reg	[31:0]	instruction;				 
	output reg	[10:0] 	pc;					 
	output reg	[10:0] 	pc_plus_4;				 
	output reg	[6:0] 	opcode;					 
	output reg	[4:0] 	rs1, rs2, rd;				 
	output reg	[2:0] 	funct3;					 
	output reg		add_sub;
	always@(negedge clk) begin
		if(reset_n || flush) begin
			instruction <= 0;
			pc <= 0;
			pc_plus_4 <= 0;
			opcode <= 0;
			rs1 <= 0;
			rs2 <= 0;
			rd <= 0;
			funct3 <= 0;
			add_sub <= 0;
		end
		else begin
			instruction <= instruction_in;
			pc <= pc_in;
			pc_plus_4 <= pc_plus_4_in;
			opcode <= instruction_in[6:0];
			rs1 <= instruction_in[26:22];
			rs2 <= instruction_in[21:17];
			rd  <= instruction_in[31:27];
			funct3 <= instruction_in[9:7];
			add_sub <= instruction_in[16];
		end
	end
endmodule  
```
**flow/run.sh**
```bash
#!/bin/bash
# OpenROAD 26Q1-2900-gdf79404cd8, Yosys 0.63+post, stock flow scripts
make -C /OpenROAD-flow-scripts/flow DESIGN_CONFIG=/design/flow/config.mk WORK_HOME=/design/flow/orfs finish
```
==> results.sh <==
# implementation run metrics
export IMPL_run_status="finished with violations"
export IMPL_violations="setup timing"
export IMPL_max_clock_path_buffers=2
export IMPL_worst_setup_path_end_kind="primary output"
export IMPL_grt_setup_unrepaired="true"
export IMPL_worst_hold_path_type="primary input to flip-flop"
export IMPL_overflow=0
export IMPL_netlist_instances=147
export IMPL_timing_worst_setup_path_type="flip-flop to primary output"
export IMPL_maximum_number_of_pins_on_one_net_before_global_route_repair=31
export IMPL_worstSetupStartpointType="flip-flop"
export IMPL_dieArea_um2=7239
export IMPL_p_per_cell_area_nw_per_um2=1455
export IMPL_post_synthesis_area_per_instance_um2=14.09
export IMPL_track_usage_pct=13.77
export IMPL_register_bit_count_reported_by_yosys=54
export IMPL_route_detailed_wl_per_inst_um=12.51
export IMPL_detailedPlacementHpwl_mm=3.425
export IMPL_die_h_um=85.08
export IMPL_grt_pass1_wl_mm=7.776
export IMPL_postRouteAntennaNets=0
export IMPL_die_size_x_um=85.08
export IMPL_timing_final_ws_setup_ns=-0.5754
export IMPL_antenna_found_initial=0
export IMPL_remaining_drc_errors=0
export IMPL_fin_hold_viols=0
export IMPL_mi_logic_area_um2=675.6
export IMPL_static_leakage_power_nw=1.792
export IMPL_yosysWarnings=1
export IMPL_area_sequential_um2=1116
export IMPL_placement_io_buffers=136
export IMPL_detail_route_vias_per_cell=4.169
export IMPL_synth_to_layout_area_growth_pct=57.89
export IMPL_htreeDepth=2
export IMPL_number_of_maximum_capacitance_constraint_violations=0
export IMPL_totalWireLength_mm=4.877
export IMPL_max_slew_margin_rel_pct=84.13
export IMPL_irDropWorstVdd_mv=0.7452
export IMPL_root_buffer="sky130_fd_sc_hd__clkbuf_8"
export IMPL_gp_routability_congestion=0.7467
export IMPL_yosys_stat_cells=147
export IMPL_number_of_primary_i_o_pins=137
export IMPL_timing_max_transition_violations_final=0
export IMPL_vias=1626
export IMPL_warnings=82
export IMPL_worstPathMaxFanout=2
export IMPL_rows=29
export IMPL_cts_clk_slew_worst_paths_ns=0.03
export IMPL_fillCellCount=579
export IMPL_grt_pass1_vias=1703
export IMPL_core_area_um2=6495
export IMPL_synth_yosys_seq_area_share_pct=52.21
export IMPL_postLayoutCellArea_um2=3269
export IMPL_timing_worst_slew_pin_value_ns=0.2381
export IMPL_tritoncts="done"
export IMPL_synth_cell_area_um2=2071
export IMPL_cts_num_sinks=54
export IMPL_critical_path_required_ns=0.80
export IMPL_commonest_non_fill_non_tap_cell_in_the_layout="sky130_fd_sc_hd__buf_2"
export IMPL_placed_area_um2=3291
export IMPL_cts_buffers=5
export IMPL_critPathArrivalTime_ns=1.38
export IMPL_fp_util_pct=31.88
export IMPL_ys_chip_area_um2=2071
export IMPL_setup_tns_ns=-36.93
export IMPL_post_route_cells_drive_above_1_share_pct=56.55
export IMPL_number_of_drc_markers_in_iteration_0=26
export IMPL_timing_final_setup_violations=84
export IMPL_antenna_diode_count=0
export IMPL_synthDistinctLibCells=6
export IMPL_layout_top_cells="81 x sky130_fd_sc_hd__buf_2, 56 x sky130_fd_sc_hd__inv_1, 54 x sky130_fd_sc_hd__nor3b_2, 31 x sky130_fd_sc_hd__clkdlybuf4s50_1, 28 x sky130_fd_sc_hd__dfxtp_2"
export IMPL_pre_repair_dr_iteration_count=3
export IMPL_fin_total_pwr_mw=4.756
[what timing repair did]
action	in CTS	in global routing
setup buffers	1	0
endpoints found under the setup margin	101	94
resized	286	15
hold buffers	0	0
cloned	0	0
[power by group]
| part | internal, mW | total [mW] | switching, mW |
|---|---|---|---|
| clock network | 0.746 | 1.92 | 1.18 |
| registers | 2.26 | 2.29 | 0.0263 |
| logic | 0.374 | 0.544 | 0.171 |
[cells by family after synthesis]
group	count (synthesis)	share of synthesized area (%)
and+or+nand+nor	54	31.66
buffers and inverters	39	16.13
DFF	54	52.21
[critical path: stages, from the launching register on]
cell	delay, ns
sky130_fd_sc_hd__dfxtp_2	0.31
sky130_fd_sc_hd__buf_6	0.11
sky130_fd_sc_hd__buf_6	0.09
[routing by layer]
metal	vias to the layer above	share of wire, %	global-route usage, %
met5	-	0	0
met4	0	2.1	5.855
met3	7	10	7.601
met2	105	46	20.89
met1	725	41	16.25
li1	789	-	-
[sequential cells by signal, indices dropped and copies added, names as in the netlist]
register,count
instruction,32
pc_plus_4,11
pc,11
[area by class of cell]
class	instances	area share [%]
Sequential cell	54	34.14
Timing Repair Buffer	144	33.72
Multi-Input combinational cell	54	20.67
Clock inverter	56	6.429
Tap cell	77	2.947
Clock buffer	5	2.105
[cells in the mapped netlist]
cell / instances / area, um2
sky130_fd_sc_hd__buf_4: 26 / 195.2
sky130_fd_sc_hd__nor3b_2: 50 / 625.6
sky130_fd_sc_hd__inv_1: 1 / 3.750
sky130_fd_sc_hd__buf_6: 12 / 135.1
sky130_fd_sc_hd__dfxtp_1: 54 / 1081
sky130_fd_sc_hd__nor3b_1: 4 / 30.03
[path summary, 6_finish.rpt]
check,from,to,slack (ns),depth (start not counted)
setup / recovery,instruction[5],instruction[5],-0.58,2
hold / removal,instruction_in[5],instruction[5],0.59,2
[stage by stage]
stage | util, % | setup slack, ns | hold WS [ns] | std cells
finish | 50.34 | -0.5754 | 0.5907 | 390
CTS | 49.78 | -0.5891 | 0.6884 | 390
detailed placement | 50.66 | -0.5014 | 1.083 | 329
global placement | 50.66 | -0.5026 | 1.077 | 329
global route | 50.34 | -0.6362 | 0.5914 | 390
floorplan | - | -0.1777 | 0.8571 | 147
