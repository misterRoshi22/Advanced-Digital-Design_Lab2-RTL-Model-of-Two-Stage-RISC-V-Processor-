[/design/flow/run.sh]
#!/bin/bash
# OpenROAD 26Q1-2900-gdf79404cd8, Yosys 0.63+post, stock flow scripts
make -C /OpenROAD-flow-scripts/flow DESIGN_CONFIG=/design/flow/config.mk WORK_HOME=/design/flow/orfs finish
[/design/flow/config.mk]
export PLATFORM = sky130hd
export DESIGN_NAME = FETCH
export DESIGN_NICKNAME = FETCH
export VERILOG_FILES = /design/flow/design.v
export SDC_FILE = /design/flow/constraint.sdc
export NUM_CORES = 4
export LEC_CHECK = 1
export CORE_UTILIZATION = 40
export SYNTH_MEMORY_MAX_BITS = 65536
[/design/flow/constraint.sdc]
current_design FETCH

set clk_period 2.8
set clk_io_pct 0.2

create_clock -name clk0 -period $clk_period [get_ports {clk}]

set non_clock_inputs [all_inputs -no_clocks]
set_input_delay [expr $clk_period * $clk_io_pct] -clock clk0 $non_clock_inputs
set_output_delay [expr $clk_period * $clk_io_pct] -clock clk0 [all_outputs]
[/design/flow/design.v]
module adder(A, B, C, S, C_out); 
    parameter AB_width = 15;  	 
    input [AB_width-1:0] A,B;  
    input C;						 
    output [AB_width-1:0] S;	 
    output C_out;					 
    assign {C_out, S} = A + B + C; 
endmodule  
module instruction_memory(clk, address, read_data);
input clk;
 input [10:0] address;
 output reg [31:0] read_data;
reg [7:0] memory[0:2047];
initial begin
		memory[0] = 8'h13;     
		memory[1] = 8'hd0;
		memory[2] = 8'h00;
		memory[3] = 8'h08;
		memory[4] = 8'h13;     
		memory[5] = 8'h54;
		memory[6] = 8'h00;
		memory[7] = 8'h10;
		memory[8] = 8'h13;     
		memory[9] = 8'h13;
		memory[10] = 8'h00;
		memory[11] = 8'h18;
		memory[12] = 8'h33;     
		memory[13] = 8'h00;
		memory[14] = 8'h44;
		memory[15] = 8'h20;
		memory[16] = 8'h33;     
		memory[17] = 8'h00;
		memory[18] = 8'h45;
		memory[19] = 8'h28;
		memory[20] = 8'hb3;     
		memory[21] = 8'h00;
		memory[22] = 8'h46;
		memory[23] = 8'h30;
		memory[24] = 8'h93;     
		memory[25] = 8'h06;
		memory[26] = 8'h80;
		memory[27] = 8'h38;
		memory[28] = 8'h33;     
		memory[29] = 8'h00;
		memory[30] = 8'h0f;
		memory[31] = 8'h40;
		memory[32] = 8'h33;     
		memory[33] = 8'h01;
		memory[34] = 8'h0e;
		memory[35] = 8'h4a;
		memory[36] = 8'hb3;     
		memory[37] = 8'h01;
		memory[38] = 8'h0e;
		memory[39] = 8'h52;
		memory[40] = 8'h33;     
		memory[41] = 8'h02;
		memory[42] = 8'hd0;
		memory[43] = 8'h59;
		memory[44] = 8'h13;     
		memory[45] = 8'hfd;
		memory[46] = 8'h7f;
		memory[47] = 8'h60;
		memory[48] = 8'h93;     
		memory[49] = 8'hfd;
		memory[50] = 8'h7f;
		memory[51] = 8'h68;
		memory[52] = 8'h93;     
		memory[53] = 8'h20;
		memory[54] = 8'h40;
		memory[55] = 8'h70;
		memory[56] = 8'h93;     
		memory[57] = 8'h9f;
		memory[58] = 8'h3f;
		memory[59] = 8'h7a;
		memory[60] = 8'h13;     
		memory[61] = 8'h1a;
		memory[62] = 8'h3e;
		memory[63] = 8'h82;
		memory[64] = 8'hb7;     
		memory[65] = 8'h1c;
		memory[66] = 8'h18;
		memory[67] = 8'h88;
		memory[68] = 8'h13;     
		memory[69] = 8'h98;
		memory[70] = 8'h0a;
		memory[71] = 8'h90;
		memory[72] = 8'h33;     
		memory[73] = 8'h03;
		memory[74] = 8'h64;
		memory[75] = 8'h8c;
		memory[76] = 8'h13;     
		memory[77] = 8'he8;
		memory[78] = 8'h01;
		memory[79] = 8'h90;
end
wire [10:0] add0, add1, add2, add3;
assign add0 = (address & 11'h7ffc) + 11'd0;
assign add1 = (address & 11'h7ffc) + 11'd1;
assign add2 = (address & 11'h7ffc) + 11'd2;
assign add3 = (address & 11'h7ffc) + 11'd3;
always @(negedge clk) begin  
	read_data <= {memory[add3], memory[add2], memory[add1], memory[add0]};
end
endmodule  
module mux_4to1(A, B, C, D, S, M);
	parameter AB_width = 32;
	input  [AB_width-1:0] A, C;
	input  [AB_width-1:0] B, D;
	input  [1:0] S;
	output [AB_width-1:0] M;
	assign M =  S[1] ? (S[0] ? D : C) : (S[0] ? B : A);
endmodule  
module pc_control(branch, jump, jalr, pc_mux_select);
	input branch, jump, jalr;		 
	output reg [1:0] pc_mux_select;		 
	always@(*) begin
		if(branch) pc_mux_select<= 2'b01;
		else if(jump) pc_mux_select <= 2'b10;
		else if(jalr) pc_mux_select <= 2'b11;
		else pc_mux_select <= 2'b00;
	end
endmodule  
module register (Clock, Reset_n, Write_En, IN, OUT);
    parameter n = 8;                       
    input Clock, Reset_n, Write_En;
    input [n-1:0] IN;
    output reg [n-1:0] OUT;
    always @ (posedge Clock) begin
        if (Reset_n == 1)  OUT <= 0;         
        else if (Write_En) OUT <= IN;        
    end
endmodule  
module FETCH(clk, reset_n, branch, jump, jalr,
branch_address, jump_address, jalr_address,
instruction, pc_NEXT, pc_plus_4);
	input 		clk, reset_n;
	input		branch, jump, jalr;
	input 	[10:0]	branch_address, jump_address, jalr_address;
	wire 	[10:0] 	pc_IN, pc_OUT;
	wire 		VCC, GND;
	wire 	[10:0] 	four;
	wire 	[1:0] 	pc_mux_select;
	output 	[31:0] 	instruction;
	output 	[10:0] 	pc_NEXT;
	output 	[10:0] 	pc_plus_4;
	register pc(clk, reset_n, VCC, pc_IN, pc_OUT);
	defparam pc.n = 11;
	adder pc_adder(pc_OUT, four, GND, pc_plus_4, ); 
   	defparam pc_adder.AB_width = 11; 
	mux_4to1 pc_mux(pc_plus_4, branch_address, jump_address, jalr_address,
	pc_mux_select, pc_IN);
	defparam pc_mux.AB_width = 11;
	pc_control pc_control(branch, jump, jalr, pc_mux_select );
	instruction_memory instruction_ROM(clk, pc_OUT, instruction);
	assign VCC = 1'b1;
	assign GND = 1'b0;
	assign four = 11'd4;
	assign pc_NEXT = pc_OUT;
endmodule  
==> out/summary.json <==
{
  "hold_path_class": "flop to flop",
  "chipHeight_um": 71.0,
  "clk_root_buffer_cell": "clkbuf_8",
  "cts_tree": "built",
  "worstReg2RegStart": "pc.OUT[2]",
  "post_drt_wl_per_cell_um": 12.1,
  "placement.io_buffers": 86,
  "report.final.setup_viol": 0,
  "grt_antenna_before_repair": 0,
  "ys_seq_elements": 38,
  "cts_hold_buffers": 0,
  "total_chip_power_mw": 1.58,
  "final_cell_count_no_fill": 405,
  "ant_nets": 0,
  "worst_setup_path_start_kind": "flop",
  "synth.distinct_cells": 40,
  "clk_lat_worst_skew_ns": 0.35,
  "area_growth_syn_to_layout_pct": 61.6,
  "tritoncts_num_sinks": 38,
  "finalHoldViolations": 0,
  "clock_path_buffers": 2,
  "synth_seq_share_pct": 40.0,
  "status": "completed",
  "yosysChipArea_um2": 1900,
  "drc_errors": 0,
  "io_pins": 92,
  "final_standard_cell_utilization_of_the_core_pct": 68.7,
  "proportion_of_layout_cells_with_a_drive_suffix_above_1_pct": 16.4,
  "leakage_nw": 1.47,
  "synth.yosys.num_cells": 227,
  "die_area_um2": 5030,
  "worst_hold_slack_ns": 0.699,
  "maxSlewViolCount": 0,
  "worst-endpoint-required_ns": 2.24,
  "global_route_wire_length_before_repair_mm": 8.35,
  "timing.critical_path.from": "instruction_ROM.read_data[5]",
  "timing.critical_path.max_delay_family": "flip-flops",
  "critPathBufInv": 1,
  "first_pass_iters": 20,
  "cp_cell_sequence": "clkdlybuf4s15_1",
  "dpl_worst_slack_ns": 0.0420,
  "cp_max_fo": 1,
  "postSynthCellCount": 227,
  "core.rowCount": 24,
  "timing.critical_path.slowest_stage_cell": "dfxtp_1",
  "hp-start": "pc.OUT[8]",
  "synth_warnings": 7,
  "crit_path_max_incr_delay_ns": 0.30,
  "gp_routability_congestion": 0.931,
  "core_region_um2": 4470,
  "worst_clock_skew_ns": 0.0579,
  "grt_residual_overflow": 0,
  "postSynthAreaPerCell_um2": 8.38,
  "openroad.warnings": 60,
  "htree_levels": 2,
  "die_width_um": 71.0,
  "endpoint_kind": "output port",
  "final.setup.worst_slack_ns": 0.0372,
  "global_route.usage.total_pct": 20.9,
  "antenna_cells": 0,
  "routed_vias": 1937,
  "p_per_area_nw_per_um2": 512,
  "tritoncts.num_buffers": 5,
  "detailedPlacementHpwl_mm": 3.79,
  "cts.clk_slew.worst_paths_ns": 0.08,
  "viasPerCell": 4.78,
  "timing.max_cap.violations": 0,
  "crit_arrival_ns": 2.20,
  "ir_drop_mv": 0.225,
  "synth.cell_area_um2": 1900,
  "critical_path_class": "flop to output port",
  "number_of_global_route_vias_before_repair": 1968,
  "fp_util_pct": 42.5,
  "grt_start_max_net_pins": 22,
  "drt-initial-drc-count": 105,
  "drt_wl_total_mm": 4.90,
  "place.detailed.instances": 370
}
## per-stage QoR
step	setup TNS (ns)	area [um2]
after CTS	0	3110
after global placement	0	2890
final	0	3070
after global routing	-0.0234	3070
after floorplan	0	1920
after detailed placement	0	2890
## metal layers
layer  up-vias  GRT usage [%]  routed length (um)
li1       1009              -                   -
met1       843           27.7                2200
met2        85           34.2                2320
met3         0           6.94                 377
met4         0           4.44                   0
met5         -              0                   0
## flip-flops by register name, indices dropped and copies added, names as in the netlist
signal and count:
instruction_ROM.read_data 27, pc.OUT 11
## area by class of cell
cell class / instances / area, um2
repair buffers: 110 / 981
flip-flops and latches: 38 / 774
well taps: 52 / 65.1
clock inverters: 30 / 148
fillers: 385 / 1400
clock buffers: 5 / 68.8
inverters: 17 / 63.8
multi-input cells: 153 / 973
## layout by cell type, fill, tap and decap left out, types with 3 or more instances in the layout
cell type        synthesis  final
clkdlybuf4s15_1          0     15
ha_1                    10      9
o21a_1                   3      3
clkbuf_8                 0      5
mux2i_1                 11     11
nand2_1                 26     26
conb_1                   2      5
dfxtp_2                  0     11
nand3_1                  3      3
inv_1                   18     44
dfxtp_1                 38     27
xnor2_1                  5      5
clkdlybuf4s50_1          0     59
buf_4                    8     24
o21ai_0                 21     20
clkbuf_2                 0     12
a21oi_1                 13     13
a221oi_1                 5      5
nor2_1                  17     17
nor2b_1                  6      6
## power by group
group	switching [mW]	internal, mW	total [mW]
Combinational	0.133	0.211	0.345
Clock	0.291	0.319	0.609
Sequential	0.0205	0.601	0.621
## final timing paths
path / to / slack, ns / cells after the start
setup / recovery: instruction[5] / 0.04 / 1
hold / removal: pc.OUT[8] / 0.70 / 3
setup reg to reg: instruction_ROM.read_data[15] / 0.16 / 5
hold reg to reg: pc.OUT[8] / 0.70 / 3
## synth_stat cells (all sizes together)
| library cell | number | area share (%) |
|---|---|---|
| a211o | 1 | 0.46 |
| a211oi | 2 | 0.79 |
| a21boi | 1 | 0.39 |
| a21o | 2 | 0.79 |
| a21oi | 13 | 3.4 |
| a221o | 2 | 1.1 |
| a221oi | 5 | 2.3 |
| a22o | 1 | 0.46 |
| a22oi | 2 | 0.79 |
| a311o | 1 | 0.53 |
| a311oi | 1 | 0.46 |
| a31oi | 1 | 0.33 |
| a32oi | 1 | 0.46 |
| and2 | 1 | 0.33 |
| and3 | 1 | 0.33 |
| buf | 17 | 5.5 |
| clkbuf | 4 | 0.79 |
| conb | 2 | 0.39 |
| dfxtp | 38 | 40 |
| ha | 10 | 6.6 |
| inv | 18 | 3.6 |
| mux2i | 11 | 5.8 |
| nand2 | 26 | 5.1 |
| nand3 | 4 | 1.3 |
| nand4 | 1 | 0.33 |
| nor2 | 17 | 3.4 |
| nor2b | 6 | 2.0 |
| nor3 | 2 | 0.53 |
| nor3b | 1 | 0.39 |
| o21a | 3 | 1.2 |
| o21ai | 21 | 5.5 |
| o2bb2ai | 1 | 0.46 |
| o311ai | 1 | 0.46 |
| o31ai | 2 | 0.79 |
| or3 | 1 | 0.33 |
| xnor2 | 5 | 2.3 |
| xor2 | 1 | 0.46 |
## tightest hold or removal path, cell delays in order, from the launching register on
cell	delay, ns
dfxtp_1	0.33
o21ai_0	0.10
a311o_1	0.16
o31ai_1	0.06
## logic make-up (layout without fill, tap and decap cells)
family	count (synthesis)	after routing	synth area share (%)
compound gates	61	61	20.7
simple gates	60	60	14.0
buf+inv	39	162	9.80
flops	38	38	40.0
mux	11	11	5.79
fa+ha+maj	10	10	6.58
xor+xnor	6	6	2.76
other cells	2	5	0.395
## repair_timing
item / CTS / global route
buffers inserted: 0 / 1
gates cloned: 0 / 0
setup endpoints to repair: 28 / 20
gates resized: 57 / 23
pin swaps: 0 / 1
Power is estimated from default activity; no workload was simulated.
